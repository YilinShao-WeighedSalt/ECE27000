===== design/flow/design.v =====
`default_nettype none
module top (
    input  logic hz100, reset,
    input  logic [20:0] pb,
    output logic [7:0] left, right,
    ss7, ss6, ss5, ss4, ss3, ss2, ss1, ss0,
    output logic red, green, blue,
    output logic [7:0] txdata,
    input  logic [7:0] rxdata,
    output logic txclk, rxclk,
    input  logic txready, rxready
);
    assign ss0[6:0] = pb[6:0];
    bargraph b1({left[7:0],right[7:0]}, pb[15:0]);
    decode3to8 d1({ss7[7],ss6[7],ss5[7],ss4[7],ss3[7],ss2[7],ss1[7],ss0[7]},pb[2:0]);
endmodule
module bargraph(output logic [15:0]out, input logic [15:0]in);
    assign out[0] = |in[15:0];
    assign out[1] = |in[15:1];
    assign out[2] = |in[15:2];
    assign out[3] = |in[15:3];
    assign out[4] = |in[15:4];
    assign out[5] = |in[15:5];
    assign out[6] = |in[15:6];
    assign out[7] = |in[15:7];
    assign out[8] = |in[15:8];
    assign out[9] = |in[15:9];
    assign out[10] = |in[15:10];
    assign out[11] = |in[15:11];
    assign out[12] = |in[15:12];
    assign out[13] = |in[15:13];
    assign out[14] = |in[15:14];
    assign out[15] = |in[15];
endmodule
module decode3to8(output logic [7:0]out, input logic [2:0]in);
    assign out[0] = ~(in[2] | in[1] | in[0]);
    assign out[1] = ~(in[2] | in[1] | ~in[0]);
    assign out[2] = ~(in[2] | ~in[1] | in[0]);
    assign out[3] = ~(in[2] | ~in[1] | ~in[0]);
    assign out[4] = ~(~in[2] | in[1] | in[0]);
    assign out[5] = ~(~in[2] | in[1] | ~in[0]);
    assign out[6] = ~(~in[2] | ~in[1] | in[0]);
    assign out[7] = ~(~in[2] | ~in[1] | ~in[0]);
endmodule

===== design/flow/run.sh =====
#!/bin/bash
# OpenROAD 26Q1-2900-gdf79404cd8, Yosys 0.63+post, stock flow scripts
make -C /OpenROAD-flow-scripts/flow DESIGN_CONFIG=/design/flow/config.mk WORK_HOME=/design/flow/orfs finish

===== design/flow/config.mk =====
export PLATFORM = sky130hd
export DESIGN_NAME = top
export DESIGN_NICKNAME = top
export VERILOG_FILES = /design/flow/design.v
export SDC_FILE = /design/flow/constraint.sdc
export NUM_CORES = 4
export LEC_CHECK = 1
export CORE_AREA = 10 10 70 70
export DIE_AREA = 0 0 80 80

===== design/flow/constraint.sdc =====
current_design top

set clk_period 3.7
set clk_io_pct 0.2

create_clock -name clk0 -period $clk_period

set non_clock_inputs [all_inputs -no_clocks]
set_input_delay [expr $clk_period * $clk_io_pct] -clock clk0 $non_clock_inputs
set_output_delay [expr $clk_period * $clk_io_pct] -clock clk0 [all_outputs]

==> impl_report.txt <==
==== FLOW RESULTS ====
----------------------------------------------------
[Cells and area]
  Share of final-layout standard cells stronger than drive strength 1 ........................ 2.86%
  Sequential cell area ........................ 0 µm²
  Number of non-filler instances in the completed layout ........................ 186
  Count of fill cells added during filler insertion ........................ 387
  Seq Cell Count ........................ 0
  Area of combinational cells with multiple inputs ........................ 418 µm²
  Area growth, synth to finish ........................ 30.6%
  Count of clock-net buffers in the final layout ........................ 0
  Final cell utilization of the core ........................ 27.8%

[Place]
  Placed instance count ........................ 186
  Routability-driven placement congestion ratio ........................ 0.763
  Worst slack at placement ........................ 0.278 ns
  Hpwl dp ........................ 2.06 mm
  Count of buffers from port buffering ........................ 47

[Timing]
  Actual transition at the worst max-transition pin ........................ 0.579 ns
  TNS Setup ........................ 0 ns
  Unrepaired setup endpoints after global routing ........................ false
  Highest clock rate ........................ 292 MHz
  Final hold violation count ........................ 0
  Worst slew margin relative to its limit ........................ 61.1%
  Slack of the critical path ........................ 0.280 ns
  Setup-violating endpoint count in the final report ........................ 0
  Post-route clock period utilization ........................ 92.4%
  Shortest period the worst path allows ........................ 3.42 ns
  Pins over their slew limit ........................ 0

[Setup path]
  Required time of the critical path ........................ 2.96 ns
  Setup crit start kind ........................ input pin
  Critical Path Max Stage Delay ........................ 0.48 ns
  CP Cell Sequence ........................ clkdlybuf4s50_1 -> or3_1 -> nor4_4 -> nand4_1 -> clkdlybuf4s50_1
  Number of buffer and inverter stages on the critical path ........................ 2
  Worst path most repeated cell ........................ sky130_fd_sc_hd__clkdlybuf4s50_1
  Count of cell instances traversed by the critical path ........................ 5
  Family of cells with the greatest summed delay on the critical path ........................ simple AND/OR/NAND/NOR gates
  Maximum net fanout on the critical path ........................ 9
  Critical-path top delay cell ........................ sky130_fd_sc_hd__or3_1
  Arrival time at the worst endpoint ........................ 2.68 ns
  Setup Crit Path Kind ........................ input pin to output port
  Element type at the critical path end ........................ output port

[Job]
  Number of warnings the tools reported ........................ 49
  # Max-Cap Violations ........................ 0

[Synthesis]
  Post-Syn Area ........................ 727 µm²
  Sequential fraction of the synthesis area ........................ 0%
  Instance count of the mapped netlist ........................ 104
  Main area contributors ........................ sky130_fd_sc_hd__buf_4, sky130_fd_sc_hd__or3_1, sky130_fd_sc_hd__nor4_4
  Yosys stat cell total ........................ 104
  Distinct cell type count after synthesis ........................ 20
  Tally of yosys warning messages ........................ 62
  Mean cell area of the mapped netlist ........................ 6.99 µm²
  Synthesis area per yosys ........................ 727 µm²
  Library cell occupying the most area in the post-synthesis netlist ........................ sky130_fd_sc_hd__buf_4
  Proportion of netlist area held by the largest area contributor ........................ 72.3%

[Die]
  Die extent in y ........................ 80 µm
  Total core area ........................ 3420 µm²
  Floorplan Utilization ........................ 21.3%
  Chip Area ........................ 6400 µm²
  Top Ports ........................ 126
  Cell Rows ........................ 21
  Chip width ........................ 80 µm

[Route]
  Routed vias ........................ 582
  Tally of nets with antenna violations remaining after routing ........................ 0
  Average via count per standard cell ........................ 3.13
  Routed Wire Length ........................ 2.20 mm
  Length of the first detailed-routing pass in iterations ........................ 3
  Number of remaining DRC errors ........................ 0
  Per-cell routed wire length ........................ 11.8 µm
  DRC violation total after the first TritonRoute iteration ........................ 8
  Diodes inserted ........................ 0

[GRT]
  Number of global-route vias before repair ........................ 638
  Overall overflow remaining after global route ........................ 0
  Maximum number of pins on one net before global-route repair ........................ 11
  Initial antenna violation count ........................ 0
  Global-route usage over all layers ........................ 5.56%
  First-pass GRT wire length ........................ 3.10 mm

[Power and ir drop]
  Cell Int Power ........................ 0.0000339 W
  Static leakage ........................ 0.438 nW
  Clock share of power ........................ 0%
  Switching power as a share of total power ........................ 34.5%
  Overall power after layout ........................ 0.0000518 W
  Power per standard cell area ........................ 54.5 nW/µm²
  Sw Pwr ........................ 0.0000179 W
  Combinational group share of total power ........................ 100.0%
  Maximum vdd ir drop ........................ 11.2 µV
  Relative contribution of sequential cells to total power ........................ 0%

[Hold path]
  Hold Path Stages ........................ 2
  Min-Delay Path Class ........................ input pin to output port

[CTS]
  Post-CTS setup repair buffer count ........................ 0
  CTS-repair resized insts ........................ 0
  Number of buffers inserted by hold repair at cts ........................ 0

[Run status]
  Outcome ........................ finished, final reports clean

----------------------------------------------------
-- Yosys cell counts, types with 2 or more instances --
cell / n
sky130_fd_sc_hd__nor2_1: 5
sky130_fd_sc_hd__nand2_1: 4
sky130_fd_sc_hd__nand4_1: 2
sky130_fd_sc_hd__nor3_1: 2
sky130_fd_sc_hd__nor3b_1: 2
sky130_fd_sc_hd__buf_4: 70
sky130_fd_sc_hd__or3_1: 4
sky130_fd_sc_hd__or2_2: 3
-- layer usage --
layer  GRT usage, %  wire (µm)  part of all wire (%)
met3           1.02        233                    11
met2           10.7       1130                    51
met5              0          0                     0
met4              0          0                     0
met1           6.53        833                    38
-- final cells by class --
cell class | count | area share [%]
inverter | 1 | 0.395
multi-input combinational | 92 | 44.0
tap | 46 | 6.06
timing repair buffer | 47 | 49.5
-- stage by stage --
step	hold slack [ns]	area, µm²
3_5_place_dp	2.33	950
3_3_place_gp	2.33	950
2_1_floorplan	1.49	956
6_report	2.31	950
4_1_cts	2.32	950
5_1_grt	2.33	950
-- worst paths after layout --
kind,from,end
worst max-delay path,pb[13],right[1]
worst min-delay path,pb[3],ss0[3]
-- power groups by stage --
stage / registers (W) / logic, W / clock network (W)
CTS: 0 / 0.0000545 / 0
global route: 0 / 0.0000592 / 0
finish: 0 / 0.0000518 / 0
-- cells in the final DEF (no fill, tap or decap) --
| cell | Yosys | routed |
|---|---|---|
| sky130_fd_sc_hd__or2_2 | 3 | 3 |
| sky130_fd_sc_hd__nor4_4 | 1 | 1 |
| sky130_fd_sc_hd__or3_1 | 4 | 4 |
| sky130_fd_sc_hd__nand4b_1 | 1 | 1 |
| sky130_fd_sc_hd__nand3_1 | 1 | 1 |
| sky130_fd_sc_hd__nand2_1 | 4 | 4 |
| sky130_fd_sc_hd__nor3b_1 | 2 | 2 |
| sky130_fd_sc_hd__nor3_1 | 2 | 2 |
| sky130_fd_sc_hd__conb_1 | 1 | 62 |
| sky130_fd_sc_hd__nand2b_1 | 1 | 1 |
| sky130_fd_sc_hd__and2_1 | 1 | 1 |
| sky130_fd_sc_hd__clkdlybuf4s50_1 | 0 | 47 |
| sky130_fd_sc_hd__nor2_1 | 5 | 5 |
| sky130_fd_sc_hd__inv_1 | 1 | 1 |
| sky130_fd_sc_hd__and3b_1 | 1 | 1 |
| sky130_fd_sc_hd__nand4_1 | 2 | 2 |
| sky130_fd_sc_hd__and3_1 | 1 | 1 |
| sky130_fd_sc_hd__nand3b_1 | 1 | 1 |
-- cell families after synthesis --
| logic type | count (synthesis) | share of synthesized area [%] |
|---|---|---|
| other cells | 1 | 0.516 |
| buf+inv | 73 | 74.0 |
| simple gates | 30 | 25.5 |
Power and IR drop assume default switching activity.
